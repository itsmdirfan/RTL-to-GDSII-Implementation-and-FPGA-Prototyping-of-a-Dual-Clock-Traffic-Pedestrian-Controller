<file path="flow/run.sh">
#!/bin/bash
# OpenROAD 26Q1-2900-gdf79404cd8, Yosys 0.63+post, stock flow scripts
make -C /OpenROAD-flow-scripts/flow DESIGN_CONFIG=/design/flow/config.mk WORK_HOME=/design/flow/orfs finish
</file>
<file path="flow/config.mk">
export PLATFORM = sky130hd
export DESIGN_NAME = clock_gen
export DESIGN_NICKNAME = clock_gen
export VERILOG_FILES = /design/flow/design.v
export SDC_FILE = /design/flow/constraint.sdc
export NUM_CORES = 4
export LEC_CHECK = 1
export CORE_UTILIZATION = 40
</file>
<file path="flow/constraint.sdc">
current_design clock_gen

set clk_period 3.6
set clk_io_pct 0.2

create_clock -name clk0 -period $clk_period [get_ports {clk_in}]

set non_clock_inputs [all_inputs -no_clocks]
set_input_delay [expr $clk_period * $clk_io_pct] -clock clk0 $non_clock_inputs
set_output_delay [expr $clk_period * $clk_io_pct] -clock clk0 [all_outputs]
</file>
<file path="flow/design.v">
`timescale 1ns / 1ps
module clock_gen(
    input clk_in,            
    input rst_n,             
    output reg clk_main_div,  
    output reg clk_ped_div    
    );
    reg [26:0] main_counter;  
    reg [26:0] ped_counter;   
    parameter MAIN_DIV = 27'd50_000_000;  
    parameter PED_DIV  = 27'd100_000_000;  
    always @(posedge clk_in or negedge rst_n) begin
        if (!rst_n) begin
            main_counter <= 0;
            clk_main_div <= 0;
        end else begin
            if (main_counter >= (MAIN_DIV-1)) begin
                main_counter <= 0;
                clk_main_div <= ~clk_main_div;
            end else
                main_counter <= main_counter + 1;
        end
    end
    always @(posedge clk_in or negedge rst_n) begin
        if (!rst_n) begin
            ped_counter <= 0;
            clk_ped_div <= 0;
        end else begin
            if (ped_counter >= (PED_DIV-1)) begin
                ped_counter <= 0;
                clk_ped_div <= ~clk_ped_div;
            end else
                ped_counter <= ped_counter + 1;
        end
    end
endmodule
</file>
==> impl_metrics.sql <==
-- load yosys + openroad results
INSERT INTO impl_metrics (metric_group, metric, value, unit) VALUES
('status', 'status', 'completed', ''),
('timing', 'maxSlewHeadroom', '0.385', ''),
('timing', 'setup_total_negative_slack', '0', 'ns'),
('placed_design', 'finalWeightedCongestion', '0.782', ''),
('floorplanning', 'die_h', '87.1', 'um'),
('clocking', 'tritoncts.num_buffers', '5', ''),
('clocking', 'cts_setup_buffers', '0', ''),
('job', 'cap_viol_max_count', '0', ''),
('yosys', 'largest_area_cell', 'sky130_fd_sc_hd__dfrtp_1', ''),
('cells_and_area', 'syn2layout_area_growth', '6.49', '%'),
('cells_and_area', 'utilization', '0.446', ''),
('floorplanning', 'design.portCount', '4', ''),
('timing', 'setup-violations-final', '0', ''),
('yosys', 'synthFlopType', 'sky130_fd_sc_hd__dfrtp_1', ''),
('timing', 'rsz_0062_raised_after_global_routing', 'no', ''),
('cells_and_area', 'drive_gt1_frac', '0.0648', ''),
('worst_setup_path', 'cpMaxStageDelayCell', 'sky130_fd_sc_hd__a21oi_4', ''),
('detailed_routing', 'drt_iter0_drc', '108', ''),
('yosys', 'post_synth_instance_area', '0.00289', 'mm2'),
('detailed_routing', 'remaining_antenna_violation_count_after_routing', '0', ''),
('detailed_routing', 'drcViolationCount', '0', ''),
('detailed_routing', 'detail_route.first_pass.iterations', '4', ''),
('yosys', 'post_synth_num_cell_types', '41', ''),
('yosys', 'synth-edff-count', '0', ''),
('clocking', 'cts_tree', 'built', ''),
('yosys', 'netlist.area_leader.share', '0.484', ''),
('timing', 'worst_slew_pin_slew', '0.915', 'ns'),
('worst_setup_path', 'timing_worst_setup_path_type', 'reg2reg', ''),
('clocking', 'clock_sink_count', '56', ''),
('yosys', 'synth.cells.most_frequent', 'sky130_fd_sc_hd__dfrtp_1, sky130_fd_sc_hd__nor2_1, sky130_fd_sc_hd__xor2_1', ''),
('grt', 'grt_pass1_wl', '9.21', 'mm'),
('floorplanning', 'die_w', '87.1', 'um'),
('power', 'power_density', '332', 'mW/mm2'),
('yosys', 'post_synth_main_area_contributors', 'sky130_fd_sc_hd__dfrtp_1, sky130_fd_sc_hd__xor2_1, sky130_fd_sc_hd__nor3_1', ''),
('timing', 'finalHoldViolations', '0', ''),
('placed_design', 'port_buffers', '3', ''),
('floorplanning', 'chip_area', '0.00758', 'mm2'),
('detailed_routing', 'wl_per_cell', '12.7', 'um'),
('detailed_routing', 'routed_wirelength', '4.96', 'mm'),
('timing', 'final_period_minus_worst_setup_slack', '2.33', 'ns'),
('placed_design', 'hpwlAfterDp', '3.17', 'mm'),
('clocking', 'cts_root_buf', 'sky130_fd_sc_hd__clkbuf_8', ''),
('yosys', 'synth_warnings', '1', ''),
('clocking', 'clkSlewWorstSetupHoldPaths', '0.11', 'ns'),
('timing', 'timing.final.crit_share', '0.647', ''),
('grt', 'initial_antenna_violation_count', '0', ''),
('detailed_routing', 'antenna-diode-count', '0', ''),
('worst_setup_path', 'required', '3.77', 'ns'),
('worst_setup_path', 'critical_path.cell_chain', 'ha_1 > nand2_1 > a21o_1 > a2111o_1 > a21oi_4 > nor3_1', ''),
('timing', 'fin_skew', '0.0175', 'ns'),
('power', 'static-leakage-power', '1.34', 'nW'),
('detailed_routing', 'vias', '2012', ''),
('yosys', 'top_cell_type_by_instance_count_after_synthesis', 'sky130_fd_sc_hd__dfrtp_1', ''),
('clocking', 'cts_h_tree_lvls', '2', ''),
('power', 'irDropWorstVdd', '223', 'uV'),
('yosys', 'synth_seq_share', '0.484', ''),
('yosys', 'synth.avg_cell_area', '9.98', 'um2'),
('worst_setup_path', 'worstPathArrival', '2.50', 'ns'),
('worst_setup_path', 'worst_path_max_stage_delay', '0.61', 'ns'),
('clocking', 'cts_buffer_depth', '2', ''),
('timing', 'achievable-frequency', '429', 'MHz'),
('yosys', 'netlist_instances', '290', ''),
('yosys', 'yosys_chip_area', '0.00289', 'mm2'),
('detailed_routing', 'vias_per_cell', '5.17', ''),
('floorplanning', 'floorplan.initialDensity', '0.419', ''),
('job', 'warning_count', '25', ''),
('floorplanning', 'floorplan.rows', '30', ''),
('floorplanning', 'coreArea', '0.00691', 'mm2'),
('yosys', 'ys_cells', '290', ''),
('grt', 'grtUsageTotal', '0.155', ''),
('yosys', 'async_reset_ff_frac', '1.00', '');
layout make-up:
cell class,count,area [um2]
clock buffers,5,68.8
clock inverters,3,22.5
fillers,667,3820
inverters,2,7.51
multi-input cells,222,1420
flip-flops and latches,56,1400
well taps,96,120
repair buffers,5,40.0
path summary, 6_finish.rpt:
path,cells past startpoint,slack [ns],endpoint,startpoint
max,6,1.27,main_counter[22],main_counter[0]
min,1,0.48,clk_ped_div,clk_ped_div
max reg2reg,6,1.27,main_counter[22],main_counter[0]
min reg2reg,1,0.48,clk_ped_div,clk_ped_div
max in group asynchronous,2,2.61,ped_counter[1],rst_n
min in group asynchronous,2,0.52,main_counter[4],rst_n
per-layer routing:
layer	vias to the layer above	GRT usage	wire length [um]
met1	943	0.239	2500
met3	5	0.0327	144
met5	-	0	0
met4	0	0.0152	48
li1	1034	-	-
met2	30	0.243	2270
kinds of logic after synthesis:
logic type                 after synthesis  share of synthesized area
adders and majority gates                2                    0.00865
buffers and inverters                   12                     0.0246
xor gates and xnor gates                48                      0.145
other                                    1                    0.00130
DFF                                     56                      0.484
and+or+nand+nor                        152                      0.284
AOI/OAI and AO/OA                       18                     0.0489
muxes                                    1                    0.00346
cells in the final DEF (no fill, tap or decap), types with 5 or more instances in the layout:
cell type / n
sky130_fd_sc_hd__nand2_1: 20
sky130_fd_sc_hd__nand3_1: 21
sky130_fd_sc_hd__clkbuf_8: 5
sky130_fd_sc_hd__and3_1: 5
sky130_fd_sc_hd__nor2_1: 35
sky130_fd_sc_hd__and4_1: 5
sky130_fd_sc_hd__nor4_1: 5
sky130_fd_sc_hd__dfrtp_1: 56
sky130_fd_sc_hd__xnor2_1: 15
sky130_fd_sc_hd__xor2_1: 33
sky130_fd_sc_hd__nor3_1: 30
sky130_fd_sc_hd__nand4_1: 16
flip-flops by register name, indices dropped and copies added (netlist names):
name	count
main_counter	27
ped_counter	27
clk_main_div	1
clk_ped_div	1
worst max-delay path: cells and delay by family (launching register included):
kind / cells / cell delay, ns
AND-OR/OR-AND: 3 / 1.24
flip-flops: 1 / 0.40
adder cells (fa/ha/maj): 1 / 0.27
AND/OR/NAND/NOR: 2 / 0.25
power by group:
part / leakage (nW) / switching [mW] / internal [mW]
Sequential: 0.766 / 0.00682 / 0.634
Clock: 0.0485 / 0.209 / 0.140
Combinational: 0.525 / 0.0215 / 0.0128
through the flow:
stage	instances	hold WS [ns]	total power [mW]	instance area, um2	setup slack [ns]
2_1_floorplan	290	0.420	0.667	2890	1.72
3_3_place_gp	381	0.466	0.688	2990	1.31
3_5_place_dp	381	0.465	0.689	2990	1.31
4_1_cts	389	0.479	1.04	3080	1.29
5_1_grt	389	0.492	1.07	3080	1.12
6_report	389	0.476	1.02	3080	1.27
Power figures rest on the tool's default switching activity, not on a simulated workload.
