==> /design/flow/design.v <==
`timescale 1ns / 1ps
module pedestrian_fsm (clk_ped, rst_ped_n, button, grant_sync, req_toggle_out, ack_toggle_out, walk);
    input clk_ped;
    input rst_ped_n;
    input button;            
    input grant_sync;        
    output reg req_toggle_out;  
    output reg ack_toggle_out;  
    output reg walk;         
    reg btn_ff;              
    reg prev_grant;          
    always @(posedge clk_ped or negedge rst_ped_n) begin
        if (!rst_ped_n) begin
            btn_ff <= 1'b0;
            req_toggle_out <= 1'b0;
            ack_toggle_out <= 1'b0;
            prev_grant <= 1'b0;
            walk <= 1'b0;
        end else begin
            if (button && !btn_ff) begin
                req_toggle_out <= ~req_toggle_out;
            end
            btn_ff <= button;
            walk <= 1'b0;  
            if (grant_sync != prev_grant) begin
                walk <= 1'b1;
                ack_toggle_out <= ~ack_toggle_out;
            end
            prev_grant <= grant_sync;
        end
    end
endmodule
`timescale 1ns / 1ps
module sync (clk, rst_n, async_in, sync_out);
    input clk;
    input rst_n;
    input async_in;
    output reg sync_out;
    reg sync1;
    always @(posedge clk or negedge rst_n) begin
        if (!rst_n) begin
            sync1 <= 1'b0;
            sync_out <= 1'b0;
        end else begin
            sync1 <= async_in;
            sync_out <= sync1;
        end
    end
endmodule
`timescale 1ns / 1ps
module top (clk_main, clk_ped, rst_main_n, rst_ped_n, button, traffic_light, walk);
    input clk_main;
    input clk_ped;
    input rst_main_n;
    input rst_ped_n;
    input button;                
    output [1:0] traffic_light;
    output walk;
    wire [1:0] traffic_light_wire;
    wire traffic_red;            
    wire hold_red;               
    wire req_toggle_main_sync;   
    wire ack_toggle_main_sync;   
    wire grant_toggle_ped_sync;  
    wire req_toggle_ped;         
    wire ack_toggle_ped;         
    reg grant_toggle_main;       
    reg prev_req_main;           
    reg prev_ack_main;           
    reg pending_request;         
    reg granted;                 
    traffic_fsm U_TRAFFIC (
        .clk_main(clk_main),
        .rst_main_n(rst_main_n),
        .hold_red(hold_red),
        .traffic_light(traffic_light_wire)
    );
    assign traffic_light = traffic_light_wire;
    assign traffic_red = (traffic_light_wire == 2'b10);
    sync U_sync_req_to_main (
        .clk(clk_main),
        .rst_n(rst_main_n),
        .async_in(req_toggle_ped),
        .sync_out(req_toggle_main_sync)
    );
    sync U_sync_ack_to_main (
        .clk(clk_main),
        .rst_n(rst_main_n),
        .async_in(ack_toggle_ped),
        .sync_out(ack_toggle_main_sync)
    );
    sync U_sync_grant_to_ped (
        .clk(clk_ped),
        .rst_n(rst_ped_n),
        .async_in(grant_toggle_main),
        .sync_out(grant_toggle_ped_sync)
    );
    always @(posedge clk_main or negedge rst_main_n) begin
        if (!rst_main_n) begin
            prev_req_main <= 1'b0;
            prev_ack_main <= 1'b0;
            pending_request <= 1'b0;
            grant_toggle_main <= 1'b0;
            granted <= 1'b0;
        end else begin
            if (req_toggle_main_sync != prev_req_main) begin
                pending_request <= 1'b1;
            end
            prev_req_main <= req_toggle_main_sync;
            if (ack_toggle_main_sync != prev_ack_main) begin
                pending_request <= 1'b0;
                granted <= 1'b0;
            end
            prev_ack_main <= ack_toggle_main_sync;
            if ((traffic_light_wire == 2'b10) && (pending_request == 1'b1) && (granted == 1'b0)) begin
                grant_toggle_main <= ~grant_toggle_main;  
                granted <= 1'b1;
            end
        end
    end
    assign hold_red = granted;
    pedestrian_fsm U_PED (
        .clk_ped(clk_ped),
        .rst_ped_n(rst_ped_n),
        .button(button),                  
        .grant_sync(grant_toggle_ped_sync),  
        .req_toggle_out(req_toggle_ped),  
        .ack_toggle_out(ack_toggle_ped),  
        .walk(walk)
    );
endmodule
`timescale 1ns / 1ps
module traffic_fsm (clk_main, rst_main_n, hold_red, traffic_light);
    input clk_main;
    input rst_main_n;
    input hold_red;
    output reg [1:0] traffic_light;  
    reg [1:0] next_state;
    always @(posedge clk_main or negedge rst_main_n) begin
        if (!rst_main_n)
            traffic_light <= 2'b00;  
        else
            traffic_light <= next_state;
    end
    always @(*) begin
        if (hold_red == 1'b1)
            next_state = 2'b10;  
        else begin
            case (traffic_light)
                2'b00: next_state = 2'b01;  
                2'b01: next_state = 2'b10;  
                2'b10: next_state = 2'b00;  
                default: next_state = 2'b00;
            endcase
        end
    end
endmodule
==> /design/flow/run.sh <==
#!/bin/bash
# OpenROAD 26Q1-2900-gdf79404cd8, Yosys 0.63+post, stock flow scripts
make -C /OpenROAD-flow-scripts/flow DESIGN_CONFIG=/design/flow/config.mk WORK_HOME=/design/flow/orfs finish
==> /design/flow/config.mk <==
export PLATFORM = sky130hd
export DESIGN_NAME = top
export DESIGN_NICKNAME = top
export VERILOG_FILES = /design/flow/design.v
export SDC_FILE = /design/flow/constraint.sdc
export NUM_CORES = 4
export LEC_CHECK = 1
export CORE_AREA = 10 10 85 85
export DIE_AREA = 0 0 95 95
==> /design/flow/constraint.sdc <==
current_design top

set clk_period 1.6
set clk_io_pct 0.2

create_clock -name clk0 -period $clk_period [get_ports {clk_main}]
create_clock -name clk1 -period $clk_period [get_ports {clk_ped}]

set non_clock_inputs [all_inputs -no_clocks]
set_input_delay [expr $clk_period * $clk_io_pct] -clock clk0 $non_clock_inputs
set_output_delay [expr $clk_period * $clk_io_pct] -clock clk0 [all_outputs]
==> flow_summary.toml <==
# physical design summary
[hold_path]
timing.hold.worst.class = "input pin to async pin"

[global_route]
grt_max_degree = 12
antenna_violations_before_repair = 0
via_count_of_the_first_global_routing_pass = 317
grt_overflow_total = 0
grt_first_pass_wirelength_mm = 1.41
grt_use_total_pct = 2.09

[die]
floorplan.io_pins = 8
core_region_area_sq_um = 5470
area_of_the_die_sq_um = 9030
chipHeight_microns = 95
num_rows = 27
floorplan.initialDensity_pct = 10.1
die_width_microns = 95

[logic_synthesis]
yosysWarningCount = 4
yosysCellCount = 31
synth-area-yosys_sq_um = 553
yosys_register_bits = 18
sequential_fraction_of_the_synthesis_area_pct = 81.4
synth_area_sq_um = 553
syn_avg_cell_area_sq_um = 17.8
ys_types = 9
netlist_instances = 31

[power]
switching_share_of_power_pct = 24.2
power.clock.fraction_pct = 32.2
comb_power_share_pct = 17.4
power_per_cell_area_nw_per_um2 = 1990
netSwitchingPower_uw = 383
vdd.ir_drop.worst_uv = 911
leakage_power_total_uw = 0.000338
internal-power_uw = 1200
power.share.sequential_pct = 50.4

[critical_path]
timing.critical_path.required_ns = 1.28
crit_path_start_kind = "register"
critPathTopFamily = "buffers and inverters"
crit_chain = "clkdlybuf4s50_1"
critical_path.endpoint_type = "output pin"
critical_path_peak_fanout = 4
ws_path_type = "register to output pin"
crit_buf_inv = 1
timing.critical_path.slowest_cell_delay_ns = 0.48
arrival_ns = 1.09
timing.critical_path.slowest_stage_cell = "clkdlybuf4s50_1"

[run]
maxCapViolations = 0
log.warning_count = 26

[timing]
slew_headroom_pct = 70.0
worst_pin_slew_ns = 0.449
final-max-slew-violation-count = 0
tns_ns = 0
finalSetupViolCount = 0
finalHoldViolations = 0
timing.clock.skew_ns = 0.00348
rsz_0062_raised_after_global_routing = "false"
setup_slack_ns = 0.194

[cts]
cts.sink_count = 18
post-cts-setup-buffers = 0
cts_hold_buf = 0
clk_pin_slew_ns = 0.05
post_cts_resized = 0
cts_tree = "yes"

[final_layout]
postLayoutCellArea_sq_um = 793
areaGrowthSynthToFinish_pct = 43.4
fraction_of_final_layout_cells_with_drive_strength_greater_than_1_pct = 13.3

[run_status]
run_status = "completed"

[route]
wl_per_cell_microns = 7.25
drt_iter0_markers = 2
first_pass_iters = 2
drt_wl_total_microns = 848
vias = 284
viasPerCell = 2.43
antenna_cells = 0
drc_errors_left = 0
detail-route-antenna-nets = 0

[placement]
finalWeightedCongestion = 0.735
placement.io_buffers = 6
detailedPlace.worstSlack_ns = 0.441
postPlaceCellArea_sq_um = 703
==> worst paths after layout <==
path                                             from                           end  slack [ns]  cells after the start
max                        U_TRAFFIC.traffic_light[0]              traffic_light[0]        0.19                      1
min                                         rst_ped_n     U_sync_grant_to_ped.sync1        0.35                      1
max reg2reg                                   granted             grant_toggle_main        0.62                      2
min reg2reg                  U_sync_ack_to_main.sync1   U_sync_ack_to_main.sync_out        0.35                      0
max in group clk1                              button          U_PED.req_toggle_out        0.71                      3
max in group asynchronous                  rst_main_n      U_sync_ack_to_main.sync1        0.89                      1
min in group clk0            U_sync_ack_to_main.sync1   U_sync_ack_to_main.sync_out        0.35                      0
min in group clk1           U_sync_grant_to_ped.sync1  U_sync_grant_to_ped.sync_out        0.35                      0
==> kinds of logic (layout without fill, tap and decap cells) <==
| group | Yosys count | in the layout | share of synthesized area [%] |
|---|---|---|---|
| and+or+nand+nor | 3 | 3 | 4.30 |
| DFF | 18 | 18 | 81.4 |
| AOI/OAI and AO/OA | 3 | 3 | 4.07 |
| buffers and inverters | 1 | 15 | 0.678 |
| xor gates and xnor gates | 6 | 6 | 9.50 |
==> cell type report <==
| class | count | area, sq um |
|---|---|---|
| Timing Repair Buffer | 6 | 60.1 |
| Inverter | 1 | 3.75 |
| Clock buffer | 8 | 90.1 |
| Sequential cell | 18 | 450 |
| Multi-Input combinational cell | 12 | 98.8 |
| Fill cell | 620 | 4680 |
| Tap cell | 72 | 90.1 |
==> cell usage after synthesis <==
master / number / area, sq um
nor3_1: 1 / 5.00
nand2b_1: 1 / 6.26
xnor2_1: 2 / 17.5
dfrtp_1: 18 / 450
o21a_1: 1 / 7.51
a21o_1: 2 / 15.0
xor2_1: 4 / 35.0
and4bb_1: 1 / 12.5
inv_1: 1 / 3.75
==> registers in the layout (all words and copies together), names as in the netlist <==
signal                        flops
U_PED.walk                        1
U_sync_grant_to_ped.sync_out      1
U_sync_grant_to_ped.sync1         1
pending_request                   1
grant_toggle_main                 1
U_sync_ack_to_main.sync_out       1
U_PED.prev_grant                  1
U_TRAFFIC.traffic_light           2
U_PED.ack_toggle_out              1
U_PED.req_toggle_out              1
U_sync_req_to_main.sync_out       1
U_sync_req_to_main.sync1          1
U_sync_ack_to_main.sync1          1
granted                           1
U_PED.btn_ff                      1
prev_ack_main                     1
prev_req_main                     1
==> cells in the final DEF, fill, tap and decap left out, drive strengths merged <==
cell,Yosys,layout
clkdlybuf4s50,0,6
dfrtp,18,18
nand2b,1,1
nor3,1,1
inv,1,1
a21o,2,2
xor2,4,4
xnor2,2,2
and4bb,1,1
clkbuf,0,8
o21a,1,1
==> per-stage QoR <==
step | cells | hold slack, ns | utilization [%] | power [uW]
2_1_floorplan | 31 | 0.0244 | - | 929
5_1_grt | 117 | 0.361 | 14.5 | 1700
3_3_place_gp | 109 | 0.335 | 12.8 | 1060
3_5_place_dp | 109 | 0.343 | 12.8 | 1080
4_1_cts | 117 | 0.351 | 14.5 | 1610
6_report | 117 | 0.346 | 14.5 | 1580
==> metal layers <==
metal	track usage [%]	up-vias	routed length (microns)
met2	2.29	14	295
met1	2.74	142	413
met5	0	-	0
met3	1.92	2	117
met4	0.748	0	21
li1	-	126	-
==> power groups by stage <==
stage | Clock [uW] | Combinational (uW) | Sequential [uW]
finish | 510 | 275 | 796
global route | 559 | 312 | 826
CTS | 528 | 283 | 802
Power and IR drop assume default switching activity.
